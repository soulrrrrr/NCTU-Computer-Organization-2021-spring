==> design.v <==
module ALU_msb( set, result, carryOut, a, b, invertA, invertB, operation, carryIn, less); 
  output wire set;
  output wire result;
  output wire carryOut;
  input wire a;
  input wire b;
  input wire invertA;
  input wire invertB;
  input wire[1:0] operation;
  input wire carryIn;
  input wire less;
  assign aa = a ^ invertA;
  assign bb = b ^ invertB;
  wire sum;
  Full_adder f(sum, carryOut, carryIn, aa, bb);
  assign result = operation[1] ? (operation[0] ? less : sum) : (operation[0] ? aa|bb : aa&bb);
  assign set = sum;
endmodule
module Full_adder(sum, carryOut, carryIn, input1, input2);
	input carryIn, input1, input2;
	output sum, carryOut;
	wire w1, w2, w3;
	xor x1(w1, input1, input2);
	xor x2(sum, w1, carryIn);
	and a1(w2, input1, input2);
	and a2(w3, w1, carryIn);
	or o1(carryOut, w2, w3);
endmodule
==> run.sh <==
#!/bin/bash
# OpenROAD 26Q1-2900-gdf79404cd8, Yosys 0.63+post, stock flow scripts
make -C /OpenROAD-flow-scripts/flow DESIGN_CONFIG=/design/flow/config.mk WORK_HOME=/design/flow/orfs finish
==> config.mk <==
export PLATFORM = sky130hd
export DESIGN_NAME = ALU_msb
export DESIGN_NICKNAME = ALU_msb
export VERILOG_FILES = /design/flow/design.v
export SDC_FILE = /design/flow/constraint.sdc
export NUM_CORES = 4
export LEC_CHECK = 1
export CORE_AREA = 10 10 70 70
export DIE_AREA = 0 0 80 80
==> constraint.sdc <==
current_design ALU_msb

set clk_period 2.6
set clk_io_pct 0.2

create_clock -name clk0 -period $clk_period

set non_clock_inputs [all_inputs -no_clocks]
set_input_delay [expr $clk_period * $clk_io_pct] -clock clk0 $non_clock_inputs
set_output_delay [expr $clk_period * $clk_io_pct] -clock clk0 [all_outputs]
==> results.toml <==
# implementation run metrics
[critical_path]
start_kind = "primary input"
cp_cell_sequence = "dlygate4sd2_1 -> xnor2_2 -> fa_1 -> inv_2 -> mux4_2 -> buf_2"
crit_required_ns = 2.08
crit_slowest_cell = "fa_1"
critPathMaxFanout = 2
end_kind = "output port"
arrival_ns = 2.03
criticalPathCategory = "in -> out"
slowest_delay_ns = 0.50

[synthesis]
syn_inst = 12
synth_cell_type_count = 6
syn-cell-area_um2 = 108
ys_chip_area_um2 = 108
synthAoiAreaFrac_pct = 0
postSynthSeqShare_pct = 0
ys_sh_adder_pct = 41.9
synth-warning-count = 2
synthSimpleGateAreaFrac_pct = 0
ys_cells = 12
avgSynthCellArea_um2 = 8.97
ys_top_logic_family = "adder cells"
ys_sh_xor_pct = 16.3
ys_sh_mux_pct = 20.9

[global_route]
gr-total-overflow = 0
grt.total_usage_pct = 1.48
grt_pass1_vias = 158
grt_pass1_wl_um = 752
antenna_found_initial = 0
grt_max_degree = 3

[layout]
fin_util_pct = 10.0
final.fill_count = 408
flop-count = 0
area_growth_pct = 217
clkbuf_count = 0
combGateArea_um2 = 100
seqCellArea_um2 = 0
drive_gt1_share_pct = 51.6

[sta]
whs_ns = 1.75
fin_crit_sh_pct = 98.2
worstMarginPinSlew_ns = 0.185
slew_headroom_pct = 87.6
drv_slew = 0
rsz0062_at_grt = "no"
setup_tns_ns = 0
fmax_mhz = 392
hold_viol_final = 0
min_period_ns = 2.55
setup_violations = 0

[power]
power.total_w = 0.0000721
max-vdd-ir-drop_uv = 71.1
power.leakage_nw = 0.166
cellPowerDensity_mw_per_mm2 = 211

[route]
firstDrtPassIters = 1
vias_per_cell = 1.79
drt-wirelength-per-cell_um = 6.47
drt_iter0_drc = 0
route.detailed.drc = 0
n_antenna_cell = 0
via_count = 138
wirelength_um = 498
final_antenna_net_count = 0

[die]
fp.dieW_um = 80
io-pin-count = 11
core_area_mm2 = 0.00342
floorplan.core_util_pct = 3.15
fp.dieH_um = 80
die-area_mm2 = 0.00640
rows = 21

[clocking]
postCtsHoldBufs = 0

[run]
warning_count = 34
maxCapViolCount = 0

[run_status]
status = "finished, final reports clean"

[placement]
gp_congestion = 0.707
hpwlAfterDp_um = 452
io_buffers = 11

[hold_path]
hp-class = "in -> out"
-- cell usage after synthesis --
master / n / area share, %
inv_1: 6 / 21
mux4_2: 1 / 21
fa_1: 1 / 19
xnor2_1: 1 / 8.1
ha_1: 2 / 23
xor2_1: 1 / 8.1
-- layout by cell type (no fill, tap or decap) --
cell	n
fa_1	1
dlymetal6s2s_1	1
buf_4	8
inv_2	2
xnor2_2	1
mux4_2	1
xor2_2	1
clkdlybuf4s50_1	4
ha_1	2
inv_1	4
clkdlybuf4s15_1	1
dlygate4sd2_1	2
buf_6	1
buf_2	2
-- layout make-up --
class / count / share of cell area [%]
inverters: 6 / 6.59
well taps: 46 / 16.8
repair buffers: 19 / 47.3
multi-input cells: 6 / 29.3
-- path summary, 6_finish.rpt --
check / start / to / slack [ns] / depth (start not counted)
max: invertA / result / 0.05 / 6
min: operation[0] / result / 1.75 / 3
-- where the power goes --
part	internal (W)	switching [W]
clock network	0	0
registers	0	0
logic	0.0000506	0.0000216
total	0.0000506	0.0000216
-- timing repair --
| item | in CTS | in global routing |
|---|---|---|
| endpoints found under the setup margin | 3 | 2 |
| pin swaps | 3 | 3 |
| gates resized | 16 | 4 |
| buffers inserted | 4 | 1 |
-- routing by layer --
| layer | track usage [%] | share of wire, % |
|---|---|---|
| met1 | 1.93 | 46 |
| met2 | 2.25 | 39 |
| met3 | 0.795 | 15 |
| met4 | 0 | 0 |
| met5 | 0 | 0 |
-- metrics by stage --
step | cells | worst slack [ns] | cell area, µm²
after detailed placement | 72 | -0.631 | 298
after floorplan | 12 | 0.412 | 108
after global placement | 72 | -0.610 | 298
after CTS | 76 | 0.00421 | 325
after global routing | 77 | 0.00489 | 342
final | 77 | 0.0480 | 342
-- logic make-up after synthesis --
| group | Yosys count |
|---|---|
| xor gates and xnor gates | 2 |
| adders and majority gates | 3 |
| buffers and inverters | 6 |
| muxes | 1 |
-- worst max-delay path, delay by kind of cell --
kind / cells / cell delay [ns]
mux: 1 / 0.43
xor+xnor: 1 / 0.16
fa+ha+maj: 1 / 0.50
buf+inv: 3 / 0.42
Power figures rest on the tool's default switching activity, not on a simulated workload.
