==> ./design.v <==
module ALU_1bit( result, carryOut, a, b, invertA, invertB, operation, carryIn, less ); 
  output wire result;
  output wire carryOut;
  input wire a;
  input wire b;
  input wire invertA;
  input wire invertB;
  input wire[1:0] operation;
  input wire carryIn;
  input wire less;
  assign aa = a ^ invertA;
  assign bb = b ^ invertB;
  wire sum;
  Full_adder f(sum, carryOut, carryIn, aa, bb);
  assign result = operation[1] ? (operation[0] ? less : sum) : (operation[0] ? aa|bb : aa&bb);
endmodule
module Full_adder(sum, carryOut, carryIn, input1, input2);
	input carryIn, input1, input2;
	output sum, carryOut;
	wire w1, w2, w3;
	xor x1(w1, input1, input2);
	xor x2(sum, w1, carryIn);
	and a1(w2, input1, input2);
	and a2(w3, w1, carryIn);
	or o1(carryOut, w2, w3);
endmodule
==> ./run.sh <==
#!/bin/bash
# OpenROAD 26Q1-2900-gdf79404cd8, Yosys 0.63+post, stock flow scripts
make -C /OpenROAD-flow-scripts/flow DESIGN_CONFIG=/design/flow/config.mk WORK_HOME=/design/flow/orfs finish
==> ./config.mk <==
export PLATFORM = sky130hd
export DESIGN_NAME = ALU_1bit
export DESIGN_NICKNAME = ALU_1bit
export VERILOG_FILES = /design/flow/design.v
export SDC_FILE = /design/flow/constraint.sdc
export NUM_CORES = 4
export LEC_CHECK = 1
export CORE_AREA = 10 10 70 70
export DIE_AREA = 0 0 80 80
==> ./constraint.sdc <==
current_design ALU_1bit

set clk_period 3.1
set clk_io_pct 0.2

create_clock -name clk0 -period $clk_period

set non_clock_inputs [all_inputs -no_clocks]
set_input_delay [expr $clk_period * $clk_io_pct] -clock clk0 $non_clock_inputs
set_output_delay [expr $clk_period * $clk_io_pct] -clock clk0 [all_outputs]
==> run summary <==
Via Count - 119
# Cells Yosys - 12
Tot Pwr - 0.00004285 W
crit-path max cell delay - 0.53 ns
status - complete, no violations
vias in the first global route - 116
io pins - 10
first-pass GRT wire length - 538 µm
Critical Path AT - 2.38 ns
setup tns final - 0 ns
Hold Buf Count CTS - 0
Tcrit/Tclk final - 96.66%
post-place instance area - 280.3 µm²
HP Class - input port to output pin
Synth Seq Share - 0%
initial antenna violation count - 0
chip height - 80 µm
headroom to the max-slew limit - 87.12%
Hold Path Origin - operation[0]
Worst path slowest cell - fa_1
endpoint of the worst hold path - result
Slew @ Worst Pin - 0.1923 ns
most frequent cells in the layout - inv_1, dlygate4sd2_1, clkdlybuf4s50_1, buf_4, ha_1
Crit path top cell by count - inv_1
worst vdd ir - 0.03047 mV
crit-path max FO - 1
crit end category - output pin
PortBufs - 10
GRT overflow - 0
WP buf/inv - 4
fin cells - 73
Syn Area/Cell - 8.967 µm²
CP top delay family - buffers and inverters
crit-path cells - clkdlybuf4s50_1 -> inv_1 -> fa_1 -> inv_1 -> mux4_2 -> dlygate4sd2_1
count of cell types in the netlist - 6
Seq cells - 0
Worst Hold Path Cells - 3
number of DRC markers in iteration 0 - 0
Cells after DPL - 70
Pre-antenna DRT Iters - 1
Hold Violations, Final - 0
Post-Syn Area - 107.6 µm²
CP Launch Type - input port
DIE WIDTH - 80 µm
drt total wl - 418 µm
Core ar. - 3416 µm²
Max Fclk - 333.7 MHz
DP Wirelength - 388 µm
Period minus WS final - 2.997 ns
crit path launch - carryIn
Flop area - 0 µm²
clock buffers - 0
Mapped Cells - 12
final setup fails - 0
FP Util - 3.150%
yosys synthesis chip area - 107.6 µm²
Setup WS pre-CTS - -0.3291 ns
share of layout cells above drive strength 1 - 29.63%
tally of OpenROAD warnings - 34
Pins Over Slew Limit - 0
ANT nets after route - 0
routed vias/inst - 1.630
die area - 6400 µm²
gpl congestion - 0.6935
Worst Slack Setup Final - 0.1035 ns
Req. time, crit path - 2.48 ns
pin count of the biggest net entering global routing - 3
GRT Overall Usage - 1.111%
Commonest Layout Cell - inv_1
RSZ-0062 raised after global routing - no
final instance area - 311.5 µm²
pwr/cell area - 137.5 nW/µm²
row count - 21
yosys warns - 2
diode count - 0
area delta synth->final - 189.5%
static leakage - 0.1420 nW
critical path class - input port to output pin
max_cap viols - 0
wire per inst - 5.726 µm
DRC violations left - 0
how the worst max path moves through the flow:
stage	end	slack (ns)	cells after the start
finish	result	0.10	6
global route	result	0.07	6
CTS	result	0.09	6
cell usage after synthesis:
cell     n  share of area, %
fa_1     1                19
xor2_1   1               8.1
ha_1     2                23
mux4_2   1                21
inv_1    6                21
xnor2_1  1               8.1
per-layer routing:
layer	GRT usage, %	part of all wire, %	wire [µm]
met5	0	0	0
met3	0.4545	6.9	29
met4	0	0	0
met2	2.006	48	201
met1	1.261	45	187
power breakdown:
group	total (W)	switching [W]	leakage [nW]	internal, W
registers	0	0	0	0
clock network	0	0	0	0
logic	0.0000428	0.0000139	0.142	0.0000290
cell type report:
type	instances	area, µm²
timing repair buffer	15	131.4
multi-input combinational	6	100.1
fill	407	3104
inverter	6	22.52
tap	46	57.56
repair_timing:
| item | CTS | global route |
|---|---|---|
| setup endpoints to repair | 1 | 0 |
| gates resized | 7 | 0 |
| buffers inserted | 3 | 0 |
metrics by stage:
stage	utilization (%)	hold slack (ns)
2_1_floorplan	-	1.364
4_1_cts	9.121	2.079
3_3_place_gp	8.205	2.337
5_1_grt	9.121	2.087
6_report	9.121	2.059
3_5_place_dp	8.205	2.337
worst min-delay path, delay by kind of cell:
kind / cells / cell delay [ns]
muxes: 1 / 0.21
buffers and inverters: 2 / 0.61
cells by family (layout without fill, tap and decap cells):
group / count (synthesis) / after routing / synth area share, %
XOR/XNOR: 2 / 2 / 16.28
adder cells (fa/ha/maj): 3 / 3 / 41.86
buffers and inverters: 6 / 21 / 20.93
multiplexers: 1 / 1 / 20.93
Power and IR drop assume default switching activity.
